--- config.mk ---
export PLATFORM = sky130hd
export DESIGN_NAME = FSd1
export DESIGN_NICKNAME = FSd1
export VERILOG_FILES = /design/flow/design.v
export SDC_FILE = /design/flow/constraint.sdc
export NUM_CORES = 4
export LEC_CHECK = 1
export CORE_UTILIZATION = 30
--- constraint.sdc ---
current_design FSd1

set clk_period 7.3
set clk_io_pct 0.2

create_clock -name clk0 -period $clk_period [get_ports {clk24M}]

set non_clock_inputs [all_inputs -no_clocks]
set_input_delay [expr $clk_period * $clk_io_pct] -clock clk0 $non_clock_inputs
set_output_delay [expr $clk_period * $clk_io_pct] -clock clk0 [all_outputs]
--- design.v ---
module bin2bcd_unit(clk, rst, ModIn, ModOut, Q);
    input clk, rst, ModIn;
    output ModOut;
    output [3:0] Q;
    reg [3:0] bcd;
    assign Q = bcd;
    assign ModOut = (bcd >= 5)?(1'b1):(1'b0);
    always @(posedge clk) begin
        if (rst == 1'b1) bcd <= 4'b0000;
        else begin
            case (bcd) 
                4'b0000 : begin bcd <= {3'b000, ModIn}; end
                4'b0001 : begin bcd <= {3'b001, ModIn}; end
                4'b0010 : begin bcd <= {3'b010, ModIn}; end
                4'b0011 : begin bcd <= {3'b011, ModIn}; end
                4'b0100 : begin bcd <= {3'b100, ModIn}; end
                4'b0101 : begin bcd <= {3'b000, ModIn}; end
                4'b0110 : begin bcd <= {3'b001, ModIn}; end
                4'b0111 : begin bcd <= {3'b010, ModIn}; end
                4'b1000 : begin bcd <= {3'b011, ModIn}; end
                4'b1001 : begin bcd <= {3'b100, ModIn}; end
                default : begin bcd <= 4'b0000; end
            endcase
        end
    end
endmodule
module bin2bcd #(parameter Ndigit = 2)(clk, rst, in, out);
    input clk, rst;
    input in;
    output [Ndigit*4 - 1:0] out;
    wire [Ndigit:0] m;
    assign m[0] = in;
    generate
        genvar i;
        for (i = 0; i < Ndigit; i = i + 1) begin
            bin2bcd_unit d(clk, rst, m[i], m[i+1], out[i*4+3:i*4]);
        end
    endgenerate
endmodule
module FSd1 (clk24M, rst_n, mix_in, lo_out, mix_out, sig_in, TXD, RXD, led);
    input clk24M, rst_n;
    input [2:0] mix_in;
    input [2:0] sig_in;
    output[2:0] lo_out, mix_out;
    input RXD;
    output TXD;
    output [1:0] led;
    reg [11:0] lo_cnt[0:2];
    reg [11:0] lo_cycle[0:2];
    reg [2:0] r_lo;
    reg [11:0] raw_cnt[0:2], raw_cnt_work[0:2];
    reg [23:0] sig_cnt[0:2], sig_cnt_work[0:2];
    reg mix_in_p[0:2], sig_in_p[0:2];
    wire rst = ~rst_n;
    wire tx_busy, rx_ready;
    reg tx_start;
    wire [7:0] tx_data, rx_data;
    reg [7:0] tx_state;
    reg [4:0] data_b;
    reg [7:0] data_h;
    reg [1:0] rx_f_receiving;
    reg [5:0] rx_byte;
    reg [11:0] r_lo_cycle;
    reg [3:0] rx_data_b;
    reg f_send;
    reg [1:0] r_lo_channel;
    wire w_txd;
    reg f_tx_data_ready;
    reg [5:0] bcd_conversion_count;
    wire [31:0] bcd_out;
    reg [31:0] bcd_out_reg;
    reg bcd_in;
    reg f_bcd_data_ready, f_bcd_converting;
    reg [2:0] bcd_state;
    reg [23:0] bcd_in_data;
    wire bcd_rst;
    reg f_send_frame;
    RX8 irx8(clk24M, rst, RXD, rx_data, rx_ready);
    TX8 itx8(clk24M, rst, tx_data, w_txd, tx_start, tx_busy);
    assign TXD = (f_send_frame == 1)?(w_txd):(1'b1);
    bin2bcd #(.Ndigit(8)) i0(clk24M, bcd_rst, bcd_in, bcd_out);  
    assign bcd_rst = (f_bcd_converting == 1)?(0):(1);
    integer i;
    always @(posedge clk24M) begin
        for (i = 0; i < 3; i = i + 1) begin
            if (rst == 1'b1) begin
                lo_cnt[i] <= 0; lo_cycle[i] <= 100;
                raw_cnt[i] <= 0; raw_cnt_work[i] <= 0; mix_in_p[i] <= mix_in[i];
                sig_cnt[i] <= 0; sig_cnt_work[i] <= 0; sig_in_p[i] <= sig_in[i];
                r_lo[i] <= 1'b0;
            end
            else begin
                lo_cnt[i] <= lo_cnt[i] + 1;
                if (lo_cnt[i] == lo_cycle[i] - 1) begin  
                    r_lo[i] <= 1'b1; lo_cnt[i] <= 0;
                end
                else if (lo_cnt[i] == lo_cycle[i]/2 - 1) r_lo[i] <= 1'b0;
                if (mix_in_p[i] == 0 && mix_in[i] == 1) begin
                    raw_cnt[i] <= raw_cnt_work[i];
                    raw_cnt_work[i] <= 0;
                end
                else raw_cnt_work[i] <= raw_cnt_work[i] + 1;
                mix_in_p[i] <= mix_in[i];
                if (sig_in_p[i] == 0 && sig_in[i] == 1) begin
                    sig_cnt[i] <= sig_cnt_work[i];
                    sig_cnt_work[i] <= 0;
                end
                else sig_cnt_work[i] <= sig_cnt_work[i] + 1;
                sig_in_p[i] <= sig_in[i];
            end
        end
        if (rst == 1'b1) begin
            tx_start <= 0; tx_state <= 0; data_b <= 0;
            rx_f_receiving <= 0; rx_byte <= 0;
            f_send <= 0; f_send_frame <= 0;
            f_tx_data_ready <= 0; bcd_conversion_count <= 0;
            f_bcd_data_ready <= 0; bcd_state <= 0;
            bcd_in_data <= 0; f_bcd_converting <= 0;
            bcd_out_reg <= 0; bcd_in <= 0;
        end
        if (f_bcd_data_ready == 0 && f_bcd_converting == 0) begin
            f_bcd_converting <= 1;
            case (bcd_state)
                0  : bcd_in_data <= {12'h000, raw_cnt[0]};
                1  : bcd_in_data <= {12'h000, raw_cnt[1]};
                2  : bcd_in_data <= {12'h000, raw_cnt[2]};
                3  : bcd_in_data <= sig_cnt[0];
                4  : bcd_in_data <= sig_cnt[1];
                5  : bcd_in_data <= sig_cnt[2];
                default: bcd_in_data <= 0;
            endcase
        end
        else if (f_bcd_converting == 1) begin
            if (bcd_conversion_count <= 23) bcd_in <= bcd_in_data[23 - bcd_conversion_count];
            else bcd_in <= 0;
            if (bcd_conversion_count == 25) begin
                bcd_out_reg <= bcd_out;
                bcd_conversion_count <= 0;
                f_bcd_converting <= 0;
                f_bcd_data_ready <= 1; 
                if (bcd_state == 5) bcd_state <= 0;
                else bcd_state <= bcd_state + 1;
            end
            else bcd_conversion_count <= bcd_conversion_count + 1;
        end
        if (tx_busy == 0 && tx_start == 0 && f_bcd_data_ready == 1) begin
            case (tx_state) 
                0  : data_b <= bcd_out_reg[15:12];
                1  : data_b <= bcd_out_reg[11: 8];
                2  : data_b <= bcd_out_reg[ 7: 4];
                3  : begin data_b <= bcd_out_reg[ 3: 0]; f_bcd_data_ready <= 0; end
                4  : data_b <= 5'h12;
                5  : data_b <= bcd_out_reg[15:12];
                6  : data_b <= bcd_out_reg[11: 8];
                7  : data_b <= bcd_out_reg[ 7: 4];
                8  : begin data_b <= bcd_out_reg[ 3: 0]; f_bcd_data_ready <= 0; end
                9  : data_b <= 5'h12;
                10 : data_b <= bcd_out_reg[15:12];
                11 : data_b <= bcd_out_reg[11: 8];
                12 : data_b <= bcd_out_reg[ 7: 4];
                13 : begin data_b <= bcd_out_reg[ 3: 0]; f_bcd_data_ready <= 0; end
                14 : data_b <= 5'h12;
                15 : data_b <= bcd_out_reg[31:28];
                16 : data_b <= bcd_out_reg[27:24];
                17 : data_b <= bcd_out_reg[23:20];
                18 : data_b <= bcd_out_reg[19:16];
                19 : data_b <= bcd_out_reg[15:12];
                20 : data_b <= bcd_out_reg[11: 8];
                21 : data_b <= bcd_out_reg[ 7: 4];
                22 : begin data_b <= bcd_out_reg[ 3: 0]; f_bcd_data_ready <= 0; end
                23 : data_b <= 5'h12;
                24 : data_b <= bcd_out_reg[31:28];
                25 : data_b <= bcd_out_reg[27:24];
                26 : data_b <= bcd_out_reg[23:20];
                27 : data_b <= bcd_out_reg[19:16];
                28 : data_b <= bcd_out_reg[15:12];
                29 : data_b <= bcd_out_reg[11: 8];
                30 : data_b <= bcd_out_reg[ 7: 4];
                31 : begin data_b <= bcd_out_reg[ 3: 0]; f_bcd_data_ready <= 0; end
                32 : data_b <= 5'h12;
                33 : data_b <= bcd_out_reg[31:28];
                34 : data_b <= bcd_out_reg[27:24];
                35 : data_b <= bcd_out_reg[23:20];
                36 : data_b <= bcd_out_reg[19:16];
                37 : data_b <= bcd_out_reg[15:12];
                38 : data_b <= bcd_out_reg[11: 8];
                39 : data_b <= bcd_out_reg[ 7: 4];
                40 : begin data_b <= bcd_out_reg[ 3: 0]; f_bcd_data_ready <= 0; end
                41 : data_b <= 5'h10;
                42  : data_b <= 5'h11;
            endcase
            if (tx_state == 42) begin
                tx_state <= 0;
                f_send_frame <= f_send;
            end
            else tx_state <= tx_state + 1;
            tx_start <= 1;
        end
        else tx_start <= 0;
        if (rx_f_receiving == 0 && rx_ready == 1) rx_f_receiving <= 1;
        if (rx_f_receiving == 1) begin
            rx_f_receiving <= 2;
            rx_byte <= rx_byte + 1;
            if (rx_byte == 0) begin
                if (rx_data == 8'h20) begin
                    f_send <= ~f_send;
                    rx_byte <= 0;
                end
                else r_lo_channel <= rx_data_b[1:0];
            end
            if (rx_byte == 1) r_lo_cycle[11:8] <= rx_data_b;
            if (rx_byte == 2) r_lo_cycle[7:4] <= rx_data_b;
            if (rx_byte == 3) r_lo_cycle[3:0] <= rx_data_b;
            if (rx_byte == 4) begin
                lo_cycle[r_lo_channel] <= r_lo_cycle;
                rx_byte <= 0;
            end
        end
        if (rx_f_receiving == 2 && rx_ready == 0) rx_f_receiving <= 0;
    end
    assign led[0] = (rx_byte == 1)?(1'b0):(1'b1);  
    assign led[1] = (rx_byte == 0)?(1'b1):(1'b0);  
    assign tx_data = data_h;
    always @(data_b) begin
        case (data_b) 
            5'h0 : data_h <= 8'h30;
            5'h1 : data_h <= 8'h31;
            5'h2 : data_h <= 8'h32;
            5'h3 : data_h <= 8'h33;
            5'h4 : data_h <= 8'h34;
            5'h5 : data_h <= 8'h35;
            5'h6 : data_h <= 8'h36;
            5'h7 : data_h <= 8'h37;
            5'h8 : data_h <= 8'h38;
            5'h9 : data_h <= 8'h39;
            5'ha : data_h <= 8'h41;
            5'hb : data_h <= 8'h42;
            5'hc : data_h <= 8'h43;
            5'hd : data_h <= 8'h44;
            5'he : data_h <= 8'h45;
            5'hf : data_h <= 8'h46;
            5'h10 : data_h <= 8'h0d;  
            5'h11 : data_h <= 8'h0a;  
            5'h12 : data_h <= 8'h2c;  
            default: data_h <= 8'h20;  
        endcase
    end
    always @(rx_data) begin 
        case (rx_data)
            8'h30 : rx_data_b <= 4'h0;
            8'h31 : rx_data_b <= 4'h1;
            8'h32 : rx_data_b <= 4'h2;
            8'h33 : rx_data_b <= 4'h3;
            8'h34 : rx_data_b <= 4'h4;
            8'h35 : rx_data_b <= 4'h5;
            8'h36 : rx_data_b <= 4'h6;
            8'h37 : rx_data_b <= 4'h7;
            8'h38 : rx_data_b <= 4'h8;
            8'h39 : rx_data_b <= 4'h9;
            8'h41 : rx_data_b <= 4'ha;  
            8'h42 : rx_data_b <= 4'hb;
            8'h43 : rx_data_b <= 4'hc;
            8'h44 : rx_data_b <= 4'hd;
            8'h45 : rx_data_b <= 4'he;
            8'h46 : rx_data_b <= 4'hf;
            8'h61 : rx_data_b <= 4'ha;  
            8'h62 : rx_data_b <= 4'hb;
            8'h63 : rx_data_b <= 4'hc;
            8'h64 : rx_data_b <= 4'hd;
            8'h65 : rx_data_b <= 4'he;
            8'h66 : rx_data_b <= 4'hf;
            default : rx_data_b <= 0;
        endcase
    end
    wire [2:0] w_mix_sig, w_mix_lo, w_mix_out;
    assign w_mix_sig = mix_in;
    assign w_mix_lo = r_lo;
    assign w_mix_out = w_mix_sig ^ w_mix_lo;
    assign mix_out = w_mix_out;
    assign lo_out = r_lo;
endmodule
module TX8(clk, rst, data, txd, start, busy);
    input clk, rst, start;
    input [7:0] data;
    output      txd, busy;
    reg [11:0]   cnt;  
    reg [3:0]   n_bit;
    reg 	       r_busy;
    reg [10:0]   tdata;
    assign txd = tdata[0], busy = r_busy;
    always @(posedge clk) begin
        if (rst == 1'b1) begin
            cnt <= 0; n_bit <= 0;
            r_busy <= 0;
            tdata <= 11'b11111111111;   
        end
        else begin
            if (r_busy == 0 && start == 1) begin
                r_busy <= 1;
                tdata <= {2'b11, data, 1'b0};   
            end
            if (r_busy == 1) begin
                cnt <= cnt + 1;
                if (cnt == 208 - 1) begin
                    cnt <= 0;
                    n_bit <= n_bit + 1;
                    tdata[10:0] <= {1'b0, tdata[10:1]};   
                    if (n_bit == 10) begin   
                        r_busy <= 0;
                        n_bit <= 0;
                        cnt <= 0;
                        tdata <= 10'b1111111111;
                    end
                end
            end
        end
    end
endmodule
module RX8(clk, rst, rxd, data, ready);
    input clk, rst, rxd;
    output [7:0] data;
    output 	ready;
    reg [11:0]   cnt;  
    reg [3:0]   n_bit;
    reg [9:0]   rdata;
    reg [2:0]   rxdb0;  
    reg 	       rxdb;
    reg 	       r_ready;
    reg [7:0]   data;
    assign ready = r_ready;
    always @(rxdb0) begin
        case (rxdb0)
            3'b000 : rxdb <= 0;
            3'b001 : rxdb <= 0;
            3'b010 : rxdb <= 0;
            3'b011 : rxdb <= 1;
            3'b100 : rxdb <= 0;
            3'b101 : rxdb <= 1;
            3'b110 : rxdb <= 1;
            3'b111 : rxdb <= 1;
        endcase
    end
    always @(posedge clk) begin
        if (rst == 1'b1) begin
            cnt <= 0; n_bit <= 0;
            r_ready <= 0;
            rdata <= 0; rxdb0 <= 0;
            data <= 0;
        end
        else begin
            if (n_bit == 0 && rxd == 0) begin
                n_bit <= 1;
            end
            if (n_bit != 0) begin
                cnt <= cnt + 1;
                if (cnt == (208/4)-1) rxdb0[0] <= rxd;
                if (cnt == (208/2)-1) rxdb0[1] <= rxd;
                if (cnt == (208*3/4)-1) rxdb0[2] <= rxd;
                if (cnt == 208 - 1) begin
                    cnt <= 0;
                    n_bit <= n_bit + 1;
                    rdata[9:0] <= {rxdb, rdata[9:1]};
                    if (n_bit == 9) begin
                        r_ready <= 0;
                    end
                    if (n_bit == 10) begin
                        data <= rdata[9:2];
                        r_ready <= 1;
                        n_bit <= 0;
                        cnt <= 0;
                    end
                end
            end
        end
    end
endmodule
--- run.sh ---
#!/bin/bash
# OpenROAD 26Q1-2900-gdf79404cd8, Yosys 0.63+post, stock flow scripts
make -C /OpenROAD-flow-scripts/flow DESIGN_CONFIG=/design/flow/config.mk WORK_HOME=/design/flow/orfs finish
==> flow_summary.toml <==
# yosys + openroad results
[timing]
finalSetupTns_ns = 0
fmax_ghz = 0.245
relSlewSlack_pct = 44.4
hold_viol_final = 0
final-max-slew-violation-count = 0
fin_crit_sh_pct = 55.8
rsz0062_at_grt = "false"
whs_ns = 0.454
setup_ws_ns = 3.22
fin_worst_skew_ns = 0.0362
period_needed_ns = 4.08
worst_pin_slew_ns = 0.833
setup_viol = 0

[clock_tree]
cts.sinks = 507
htreeDepth = 2
cts_resized = 0
cts_setup_buffers = 0
cts.root.buffer_cell = "clkbuf_16"
cts_buffers = 54
cts.path.max_buffers = 3
clk_pin_slew_worst_paths_ns = 0.06
worstSkewPairLatency_ns = 0.62
cts_tree = "done"
hold_buffers = 0

[grt]
grt.total_usage_pct = 12.9
grt_pass1_wl_um = 85600
grt_pass1_vias = 16900
grt_max_degree = 66
overflow = 0
antenna_found_initial = 0

[floorplanning]
core_um2 = 79100
die_w_um = 285
ioPinCount = 18
rows = 103
die-height_um = 285
fp_util_pct = 30.3
dieArea_um2 = 81100

[synthesis]
edf_count = 88
flop_cell = "dfxtp_1"
ys.flops = 507
synthCells = 2761
synth.mux.area_fraction_pct = 4.09
yosys_warnings = 11
synth_cell_type_count = 87
compound_area_share_pct = 11.2
synthTopLogicFamily = "simple AND/OR/NAND/NOR gates"
syn_area_um2 = 24000
synthXorXnorAreaFrac_pct = 8.76
synth_area_per_cell_um2 = 8.69
synthAdderAreaFrac_pct = 2.09
simple_gate_share_pct = 24.4
ys_area_um2 = 24000
ys_seq_share_pct = 46.0
yosysCellCount = 2761
async_reset_ff_share_pct = 0

[placement]
dp_hpwl_um = 34600
finalWeightedCongestion = 0.911
dp.cells = 3706
portBuffers = 17
pre_cts_slack_ns = 3.22

[power_and_ir_drop]
powerDensity_nw_per_um2 = 230
peakVddDrop_v = 0.000222
p_leak_uw = 0.00942
switchingPower_uw = 1470
pwr-share-clk_pct = 44.4
p_int_uw = 4700
pwr-share-comb_pct = 6.7
seqPwrFrac_pct = 49.0
p_sw_share_pct = 23.8

[worst_setup_path]
worst-path-max-fanout = 4
arrival_ns = 2.62
r2r-start = "tx_state[0]"
reg2reg_depth = 11
cp-startpoint = "mix_in[0]"
crit_path_start_kind = "input pin"
endpoint_kind = "output port"
crit_path_end = "mix_out[0]"
crit_type = "in -> out"
required_ns = 5.84
rr_endpoint = "itx8.data[0]"
reg2reg_slack_ns = 3.57

[detailed_routing]
viasPerCell = 4.79
detail-route-antenna-nets = 0
drt_wl_total_um = 51100
vias = 18200
drc = 0
drt_first_iter_violations = 1198
antenna_cells = 0
wl_per_cell_um = 13.4
dr.pass1.iters = 7

[worst_hold_path]
hp-start = "sig_cnt[1][17]"
hp-class = "reg -> reg"

[cells_and_area]
syn2layout_area_growth_pct = 12.0
fin_cells = 3807
fillers = 8049
reg_top3 = "sig_cnt (72), sig_cnt_work (72)"
drive_gt1_share_pct = 6.96
post-route-util_pct = 34.0

[run]
max_cap_viol_count = 0
tool_warnings = 40

[run_status]
outcome = "finished clean"
-- per-layer routing --
layer,routed length [um],up-vias,track usage [%],part of all wire [%]
met5,0,-,0,0
met4,1050,0,2.51,2.0
met3,2620,79,2.49,5.1
met2,22100,348,19.3,43
met1,25400,8410,19.9,50
li1,-,9393,-,-
-- per-stage QoR --
stage / total power [uW] / area, um^2
after floorplan: 3380 / 24000
after global placement: 3500 / 25100
after detailed placement: 3500 / 25100
after CTS: 6250 / 26900
after global routing: 6440 / 26900
final: 6170 / 26900
-- synthesized netlist by cell type (5+ instances only) --
library cell | n | area (um^2)
a2111oi_0 | 5 | 43.8
a211oi_1 | 9 | 67.6
a21oi_1 | 199 | 996
a221oi_1 | 6 | 52.6
a222oi_1 | 8 | 80.1
a22o_1 | 8 | 70.1
a22oi_1 | 21 | 158
a311oi_1 | 5 | 43.8
a31oi_1 | 21 | 131
a32o_1 | 8 | 80.1
and2_1 | 34 | 213
and3_1 | 69 | 432
buf_1 | 11 | 41.3
buf_2 | 8 | 40.0
buf_6 | 5 | 56.3
clkbuf_1 | 123 | 462
dfxtp_1 | 419 | 8390
edfxtp_1 | 88 | 2640
ha_1 | 40 | 500
inv_1 | 56 | 210
mux2_2 | 31 | 349
mux2i_1 | 34 | 340
mux4_2 | 10 | 225
nand2_1 | 446 | 1670
nand2b_1 | 48 | 300
nand3_1 | 136 | 681
nand3b_1 | 6 | 45.0
nand4_1 | 29 | 181
nand4b_1 | 5 | 43.8
nor2_1 | 311 | 1170
nor2b_1 | 40 | 250
nor3_1 | 37 | 185
nor3b_1 | 19 | 143
nor4_1 | 12 | 75.1
o211ai_1 | 7 | 52.6
o21a_1 | 5 | 37.5
o21ai_0 | 100 | 500
o22ai_1 | 8 | 50.1
o31ai_1 | 7 | 52.6
or2_2 | 5 | 31.3
or3_1 | 10 | 62.6
xnor2_1 | 104 | 911
xor2_1 | 136 | 1190
-- kinds of logic (layout without fill, tap and decap cells) --
kind of cell | after synthesis | count (layout)
simple gates | 1241 | 1241
buf+inv | 208 | 204
fa+ha+maj | 40 | 40
flops | 507 | 507
compound gates | 446 | 446
xor+xnor | 240 | 240
mux | 79 | 79
-- layout by cell type (no fill, tap or decap), drive strengths merged, types with 21 or more instances in the layout --
cell type / synthesis / routed
a21oi: 200 / 200
a22oi: 21 / 21
a31oi: 22 / 22
and2: 35 / 35
and3: 69 / 69
buf: 25 / 27
clkbuf: 123 / 82
dfxtp: 419 / 419
edfxtp: 88 / 88
ha: 40 / 40
inv: 57 / 57
mux2: 33 / 33
mux2i: 36 / 36
nand2: 446 / 446
nand2b: 49 / 49
nand3: 136 / 136
nand4: 29 / 29
nor2: 314 / 314
nor2b: 40 / 40
nor3: 39 / 39
o21ai: 101 / 101
xnor2: 104 / 104
xor2: 136 / 136
-- power by group through the flow --
stage	Clock [uW]	Sequential (uW)	Combinational [uW]
CTS	2820	3020	414
global route	2940	3030	463
finish	2740	3020	411
-- area by class of cell --
type / count / area (um^2) / share of cell area [%]
flip-flops and latches: 507 / 11000 / 41.0
multi-input cells: 2046 / 12100 / 45.2
inverters: 60 / 229 / 0.852
repair buffers: 43 / 363 / 1.35
well taps: 1050 / 1310 / 4.89
clock inverters: 19 / 170 / 0.633
clock buffers: 82 / 1630 / 6.06
-- worst min-delay path by stage --
stage,endpoint,slack (ns),cells after the start
4_1_cts,sig_cnt[1][19],0.45,2
5_1_grt,itx8.tdata[4],0.47,2
6_report,sig_cnt[1][17],0.45,2
-- critical path, cell delays in order --
cell	delay, ns
clkdlybuf4s50_1	0.53
xor2_1	0.16
clkdlybuf4s50_1	0.47
Power is estimated from default activity; no workload was simulated.
